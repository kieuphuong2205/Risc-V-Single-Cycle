==> design.v <==
`timescale 1ns / 1ps
module Register_File(
		     input wire 	rst, clk, WE3,
		     input wire [4:0] 	RA1,RA2,WA3,
		     input wire [31:0] 	WD3,
		     output wire [31:0] RD1,RD2
		     );
   reg [31:0] 				REG_MEM_BLOCK[31:0];
   always@(posedge clk)
     begin
	if(WE3)
	  REG_MEM_BLOCK[WA3] <= WD3;
     end
   assign RD1 = (RA1 != 0) ? REG_MEM_BLOCK[RA1] : 0;
   assign RD2 = (RA2 != 0) ? REG_MEM_BLOCK[RA2] : 0;
endmodule
==> run.sh <==
#!/bin/bash
# OpenROAD 26Q1-2900-gdf79404cd8, Yosys 0.63+post, stock flow scripts
make -C /OpenROAD-flow-scripts/flow DESIGN_CONFIG=/design/flow/config.mk WORK_HOME=/design/flow/orfs finish
==> config.mk <==
export PLATFORM = sky130hd
export DESIGN_NAME = Register_File
export DESIGN_NICKNAME = Register_File
export VERILOG_FILES = /design/flow/design.v
export SDC_FILE = /design/flow/constraint.sdc
export NUM_CORES = 4
export LEC_CHECK = 1
export CORE_UTILIZATION = 40
export SYNTH_HDL_FRONTEND = slang
==> constraint.sdc <==
current_design Register_File

set clk_period 10.0
set clk_io_pct 0.2

create_clock -name clk0 -period $clk_period [get_ports {clk}]

set non_clock_inputs [all_inputs -no_clocks]
set_input_delay [expr $clk_period * $clk_io_pct] -clock clk0 $non_clock_inputs
set_output_delay [expr $clk_period * $clk_io_pct] -clock clk0 [all_outputs]
==> impl_metrics.tcl <==
# flow metrics
set metrics [dict create \
    maxSlewHeadroom 0.274 \
    vias 26900 \
    cts_tree "done" \
    p_comb_frac 0.092 \
    fp_util 0.404 \
    setup_viol_count_final 0 \
    grt_pass1_vias 30900 \
    die_width_um 345 \
    die_h_um 345 \
    dp.cells 3973 \
    num_rows 125 \
    postCtsHoldBufs 0 \
    wl_met1_um 44400 \
    wl_per_cell_um 36.4 \
    holdWs_ns 2.15 \
    yosysUniqueCellTypes 40 \
    yosys_cells 2400 \
    grt_overflow 0 \
    stdcell_count 4168 \
    grt_max_degree 76 \
    routed_wl_um 152000 \
    edf_count 1024 \
    topCellsByArea "edfxtp_1 (65%), mux4_2 (20%), mux2i_1 (3.9%), a22o_1 (1.2%), clkbuf_1 (0.83%)" \
    endpoint_kind "output pin" \
    place_area_um2 50400 \
    synth.top_cell.area_share 0.655 \
    grt_setup_unrepaired "no" \
    first_pass_iters 5 \
    syn_area_um2 47000 \
    worst_slew_pin_slew_ns 1.09 \
    postCtsSetupRepairBufs 0 \
    p_switching_mw 2.18 \
    synthCells 2400 \
    layout_min_cycle_time_ns 7.88 \
    ys_ff 1024 \
    drtIter0Drc 1460 \
    dieArea_um2 119000 \
    hold_end "REG_MEM_BLOCK[7][19]" \
    hold_viol 0 \
    power.density_nw_per_um2 177 \
    min_period_over_period 0.788 \
    layout_setup_ws_ns 2.12 \
    largest_reg_flops 1024 \
    worstSetupStartpointType "input port" \
    final_antenna_net_count 0 \
    p_int_mw 7.36 \
    critPathMaxFanout 28 \
    numCtsBuffers 105 \
    cts_root_buffer "clkbuf_16" \
    p_leak_nw 17.2 \
    log.warning_count 27 \
    route.met2.wl_um 67100 \
    clk_pin_slew_worst_paths_ns 0.06 \
    area_growth_pct 14.5 \
    ys_seq_share 0.655 \
    ir_drop_mv 0.150 \
    status "complete, no violations" \
    postLayoutCellArea_um2 53800 \
    max_cap_viol_count 0 \
    ys_warn_count 0 \
    pre_cts_ws_ns 2.13 \
    min_delay_path_depth 2 \
    core_area_um2 116000 \
    yosys.area.top_type "edfxtp_1" \
    clkPwrFrac 0.405 \
    drive_gt1_frac 0.291 \
    synth_area_per_cell_um2 19.6 \
    top_register "REG_MEM_BLOCK" \
    arrival_ns 5.88 \
    swShare 0.228 \
    hold_start "WD3[19]" \
    seqPwrFrac 0.503 \
    post-dp-hpwl_um 87400 \
    cts_resized 0 \
    max_clock_freq_ghz 0.127 \
    synth-area-yosys_um2 47000 \
    utilization 0.462 \
    maxUsedRoutingLayer "met5" \
    clock-sinks 1024 \
    place_congestion 0.905 \
    place.port_buffers 112 \
    reg.largest.list "REG_MEM_BLOCK (1024)" \
    slew_viol_final 0 \
    viasPerCell 6.44 \
    grt_pass1_wl_um 216000 \
    dr_wl_met3_um 33300 \
    min_path_type "in -> reg" \
    clockBufferDepth 3 \
    p_total_mw 9.53 \
    crit_type "in -> out" \
    required_ns 8.00 \
    synthArstFlopShare 0 \
    antenna_found_initial 6 \
    fin_tns_setup_ns 0 \
    ff_type "edfxtp_1" \
    grt_usage 0.285 \
    drc_errors 0 \
    io_pins 114 \
    htree_levels 3 \
]
## per-layer routing
layer,global-route usage,vias up
li1,-,10700
met5,0.0325,-
met3,0.274,391
met2,0.390,2295
met4,0.0941,20
met1,0.305,13400
## critical path: stages
cell             delay [ns]
buf_4                  0.37
buf_4                  0.54
and2_4                 0.67
buf_4                  0.54
a22o_1                 0.22
a2111oi_0              0.07
nor3_1                 0.77
clkdlybuf4s50_1        0.64
## power groups by stage
stage         logic, mW  clock network (mW)  registers [mW]
CTS               0.870                3.91            4.80
global route      0.931                4.07            4.80
finish            0.878                3.86            4.80
## cell type report
class,count,area (um^2)
tap,1524,1910
fill,9365,62600
antenna,1,2.50
clock buffer,129,2720
inverter,25,96.3
clock inverter,65,632
multi-input combinational,1150,15400
sequential,1024,30700
timing repair buffer,250,2260
## kinds of logic after synthesis
kind of cell,after synthesis,share of synthesized area
buffers and inverters,226,0.0231
and+or+nand+nor,187,0.0194
DFF,1024,0.655
AOI/OAI and AO/OA,331,0.0541
muxes,632,0.249
## synthesized netlist by cell type, types with 12 or more instances
cell type and n:
o22ai_1 55, edfxtp_1 1024, nor3_1 32, a21oi_1 46, a211oi_1 47, mux2_1 19
inv_1 25, a2111oi_0 31, nand2_1 65, and2_1 13, a221oi_1 23, clkbuf_1 104
o221ai_1 31, nor2_1 35, a211o_1 23, buf_4 20, a22o_1 62, buf_2 58
mux2i_1 183, mux4_2 425, buf_6 12
## worst max path at each step
stage / startpoint / to / slack (ns) / cells past startpoint
final: RA2[1] / RD2[10] / 2.12 / 8
after global routing: RA2[1] / RD2[1] / 1.90 / 8
after CTS: RA2[1] / RD2[1] / 2.14 / 8
## layout by cell type (no fill, tap or decap), drive strengths merged, types with 2 or more instances in the layout
| master | count |
|---|---|
| a2111oi | 31 |
| a211o | 23 |
| a211oi | 47 |
| a21oi | 46 |
| a221oi | 23 |
| a22o | 62 |
| a32o | 9 |
| and2 | 13 |
| buf | 145 |
| bufinv | 11 |
| clkbuf | 129 |
| clkdlybuf4s50 | 105 |
| clkinv | 48 |
| clkinvlp | 2 |
| edfxtp | 1024 |
| inv | 29 |
| mux2 | 24 |
| mux2i | 183 |
| mux4 | 425 |
| nand2 | 65 |
| nand2b | 3 |
| nand3 | 4 |
| nand3b | 7 |
| nor2 | 35 |
| nor2b | 8 |
| nor3 | 33 |
| nor4 | 9 |
| o221ai | 31 |
| o22ai | 55 |
| or3 | 2 |
| or3b | 5 |
Power and IR drop assume default switching activity.
