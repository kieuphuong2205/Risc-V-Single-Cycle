$ cat run.sh
#!/bin/bash
# OpenROAD 26Q1-2900-gdf79404cd8, Yosys 0.63+post, stock flow scripts
make -C /OpenROAD-flow-scripts/flow DESIGN_CONFIG=/design/flow/config.mk WORK_HOME=/design/flow/orfs finish
$ cat config.mk
export PLATFORM = sky130hd
export DESIGN_NAME = Instruction_Memory
export DESIGN_NICKNAME = Instruction_Memory
export VERILOG_FILES = /design/flow/design.v
export SDC_FILE = /design/flow/constraint.sdc
export NUM_CORES = 4
export LEC_CHECK = 1
export CORE_AREA = 10 10 70 70
export DIE_AREA = 0 0 80 80
export SYNTH_HDL_FRONTEND = slang
export SYNTH_MEMORY_MAX_BITS = 65536
$ cat constraint.sdc
current_design Instruction_Memory

set clk_period 1.0
set clk_io_pct 0.2

create_clock -name clk0 -period $clk_period

set non_clock_inputs [all_inputs -no_clocks]
set_input_delay [expr $clk_period * $clk_io_pct] -clock clk0 $non_clock_inputs
set_output_delay [expr $clk_period * $clk_io_pct] -clock clk0 [all_outputs]
$ cat design.v
`timescale 1ns / 1ps
module Instruction_Memory(
			  input rst,
			  input [31:0]  A,
			output [31:0] RD
			  );
	reg [31:0] memory [1023:0];
	assign RD = (rst==0) ? {32{1'b0}} : memory[A[31:2]];
initial begin  
    memory[0] = 32'h00228293;    
    memory[1] = 32'h0062E233;    
    memory[2] = 32'h006273B3;    
    memory[3] = 32'h00638433;    
    memory[4] = 32'h404404B3;    
    memory[5] = 32'h0054C533;    
    memory[6] = 32'h0074A5B3;    
    memory[7] = 32'h0045A483;    
    memory[8] = 32'h00752123;    
  end
endmodule
==> flow_summary.rst <==
Physical design figures
=======================

.. list-table::
   :header-rows: 1

   * - Metric
     - Value
   * - Post-route antenna net violation count
     - 0
   * - Power share of the combinational group
     - around 100%
   * - Placed Instance Area
     - approximately 690 um2
   * - Most frequent cells after synthesis
     - sky130_fd_sc_hd__buf_4, sky130_fd_sc_hd__ha_1, sky130_fd_sc_hd__nor2_1
   * - Register area
     - 0 um2
   * - Synth Cell Area
     - about 410 um2
   * - CP max stage delay
     - 150 ps
   * - Warnings from Yosys
     - 0
   * - Sequential cell fraction of total power
     - 0%
   * - Library cell contributing the largest single delay on the critical path
     - sky130_fd_sc_hd__nor3b_2
   * - Ports
     - roughly 65
   * - Cell family contributing the most delay on the critical path
     - buffers and inverters
   * - Tally of clock buffers in the finished layout
     - 0
   * - Global routing met1 resource utilization
     - around 5.6%
   * - Clock power share
     - 0%
   * - Length of the first detailed-routing pass in iterations
     - 2
   * - Static leakage
     - between 0.4 and 0.5 nW
   * - Area fraction of the dominant cell type after synthesis
     - 27.4%
   * - Critical path startpoint category
     - primary input
   * - Crit path setup slack, layout
     - -271 ps
   * - Worst voltage drop across the vdd grid
     - between 0.07 and 0.08 mV
   * - Worst Hold Class
     - in2out
   * - Overall global routing resource usage
     - approximately 4.6%
   * - Share of the core filled by cells before placement
     - roughly an eighth
   * - Mapped Avg Cell Area
     - 7.22 um2
   * - Port bufs
     - 24
   * - Flip-flops
     - 0
   * - Outcome
     - finished with violations
   * - Post-route design area
     - between 800 and 900 um2
   * - Sequential element share of the synthesized area
     - 0%
   * - Final-report max-slew violation count
     - 0
   * - Power spent charging and discharging nets
     - ~0.12 mW
   * - Critical path buffers and inverters
     - 4
   * - Pin count of the biggest net entering global routing
     - 8
   * - GR met3 Demand/Resource
     - approximately 1.1%
   * - DIE AREA
     - around 6400 um2
   * - Average detailed-routed wire length per instance
     - about 11 um
   * - Vias in the first global route
     - slightly above 500
   * - Syn Inst Count
     - 57
   * - PD cells
     - 342 nW/um2
   * - Tmin final
     - around 1300 ps
   * - Final routed DRC violation total
     - 0
   * - Number of instances in the placed design
     - around 130
   * - Top cells by area, synth
     - sky130_fd_sc_hd__buf_4, sky130_fd_sc_hd__ha_1, sky130_fd_sc_hd__a21boi_0, sky130_fd_sc_hd__a21oi_1, sky130_fd_sc_hd__nor2_1
   * - Kind of capture point of the worst setup path
     - output pin
   * - Required time at the endpoint of the critical path
     - around 800 ps
   * - Violated checks
     - negative setup slack
   * - Internal power consumption
     - ~0.18 mW
   * - Library cell with the highest instance count after synthesis
     - sky130_fd_sc_hd__buf_4
   * - Initial antenna violation count
     - 0
   * - Final Hold Violation Tally
     - 0
   * - Vias per Instance
     - between 3 and 4
   * - Chip area in the Yosys report
     - 412 um2
   * - Switching share of total power
     - roughly 41%
   * - Cell Chain, Critical Path
     - buf_6 -> buf_6 -> buf_6 -> ha_4 -> nor2b_1 -> nor3b_2 -> buf_2
   * - Last weighted congestion value of the routability-driven placer
     - around 0.73
   * - Multi-input gate area
     - 448 um2
   * - GR peak layer
     - met2
   * - Post-synthesis cell count from yosys
     - between 50 and 60
   * - Area of the core
     - about 3400 um2
   * - Cell row count
     - 21
   * - First-pass GRT wire length
     - approximately 2.5 mm
   * - Data arrival time of the critical path
     - about 1100 ps
   * - F_max
     - 787 MHz
   * - Total wirelength of the detailed-routed design
     - roughly 1.6 mm
   * - Count of tool warnings
     - 68
   * - Setup repair after global routing missed its margin
     - yes
   * - Post-placement worst setup slack
     - -1040 ps
   * - Number of library cell types mapped by synthesis
     - 21
   * - Horizontal extent of the die
     - 80 um
   * - GRT overflow
     - 0
   * - Number of vias in the routed layout
     - about 480
   * - Layout Cells excl Fill
     - 141
   * - Layout cell share with drive strength beyond 1
     - a little over three fifths
   * - Crit Path Max Fanout
     - 3
   * - Dpl hpwl
     - approximately 1.2 mm
   * - Number of violations reported at the end of detailed-routing iteration 0
     - 12
   * - Most frequent cell on the critical path
     - sky130_fd_sc_hd__buf_6
   * - Post-layout power
     - 0.299 mW
   * - Number of failing setup endpoints in the final timing report
     - 13
   * - Height of the chip
     - 80 um
   * - Grt met2 use
     - between 8 and 9%
   * - Max capacitance violation total
     - 0
   * - Worst Setup Path Type
     - in2out
   * - Count of antenna diodes in the layout
     - 0
   * - Final worst-path cycle share
     - 127%
   * - Growth of design area from synthesis to finish
     - 113%
   * - Layout filler cell count
     - 366
   * - Synth area leader
     - sky130_fd_sc_hd__buf_4
==> power groups by stage <==
stage	clock network, mW	logic (mW)	registers [mW]
4_1_cts	0	0.282	0
5_1_grt	0	0.329	0
6_report	0	0.299	0
==> per-stage QoR <==
| stage | util [%] | setup TNS, ps | hold WS (ps) |
|---|---|---|---|
| 3_5_place_dp | 20.3 | -16500 | 1440 |
| 5_1_grt | 25.6 | -2610 | 755 |
| 4_1_cts | 24.7 | -2090 | 744 |
| 6_report | 25.6 | -1980 | 740 |
| 2_1_floorplan | - | 0 | 466 |
| 3_3_place_gp | 20.3 | -16400 | 1440 |
==> layout by cell type (no fill, tap or decap), types with 2 or more instances in the layout <==
master / synthesis / layout
sky130_fd_sc_hd__buf_2: 1 / 15
sky130_fd_sc_hd__conb_1: 1 / 13
sky130_fd_sc_hd__buf_6: 1 / 13
sky130_fd_sc_hd__buf_4: 15 / 8
sky130_fd_sc_hd__ha_4: 0 / 5
sky130_fd_sc_hd__a21boi_1: 1 / 3
sky130_fd_sc_hd__a21oi_2: 0 / 3
sky130_fd_sc_hd__nor2b_1: 3 / 3
sky130_fd_sc_hd__dlygate4sd2_1: 0 / 3
sky130_fd_sc_hd__nor2_4: 0 / 2
sky130_fd_sc_hd__o21a_1: 2 / 2
sky130_fd_sc_hd__nand2b_4: 1 / 2
sky130_fd_sc_hd__nor2_2: 0 / 2
sky130_fd_sc_hd__nor3_2: 0 / 2
sky130_fd_sc_hd__ha_1: 7 / 2
sky130_fd_sc_hd__buf_8: 0 / 2
sky130_fd_sc_hd__clkdlybuf4s15_1: 0 / 2
==> per-layer routing <==
layer / vias to the layer above / part of all wire (%)
met2: 20 / 49
met1: 223 / 41
met4: 0 / 0
met5: - / 0
met3: 0 / 9.8
li1: 237 / -
==> kinds of logic (layout without fill, tap and decap cells) <==
| kind of cell | after synthesis | after routing | share of synthesized area, % |
|---|---|---|---|
| simple gates | 18 | 18 | 24.6 |
| fa+ha+maj | 7 | 7 | 21.3 |
| mux | 1 | 1 | 2.43 |
| compound gates | 11 | 11 | 17.6 |
| other cells | 1 | 13 | 0.911 |
| buf+inv | 19 | 45 | 33.1 |
==> layout make-up <==
| cell class | instances | share of cell area, % |
|---|---|---|
| Inverter | 2 | 1.43 |
| Multi-Input combinational cell | 50 | 51.1 |
| Timing Repair Buffer | 43 | 40.9 |
| Tap cell | 46 | 6.57 |
==> path summary, 6_finish.rpt <==
path,from,end,cells after the start
worst max-delay path,A[3],RD[15],7
worst min-delay path,rst,RD[0],3
==> repair_timing <==
action	CTS	global route
gates resized	114	8
hold buffers	0	0
cloned	1	0
endpoints found under the setup margin	19	14
pin swaps	16	5
buffers inserted	10	0
Power and IR drop assume default switching activity.
