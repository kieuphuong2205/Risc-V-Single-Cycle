**./config.mk**
```make
export PLATFORM = sky130hd
export DESIGN_NAME = Data_Memory
export DESIGN_NICKNAME = Data_Memory
export VERILOG_FILES = /design/flow/design.v
export SDC_FILE = /design/flow/constraint.sdc
export NUM_CORES = 4
export LEC_CHECK = 1
export CORE_UTILIZATION = 50
export SYNTH_HDL_FRONTEND = slang
```
**./constraint.sdc**
```tcl
current_design Data_Memory

set clk_period 40.2
set clk_io_pct 0.2

create_clock -name clk0 -period $clk_period [get_ports {clk}]

set non_clock_inputs [all_inputs -no_clocks]
set_input_delay [expr $clk_period * $clk_io_pct] -clock clk0 $non_clock_inputs
set_output_delay [expr $clk_period * $clk_io_pct] -clock clk0 [all_outputs]
```
**./design.v**
```verilog
`timescale 1ns / 1ps
module Data_Memory(
		   input wire 	        clk, WE,
		   input wire  [31:0]  A, WD,
		   output wire [31:0]  RD
		   );
	reg [31:0] memory [0:1023];
   	reg [31:0] 	 RAM[63:0];
   	assign RD = RAM[A[31:2]];  
initial begin
   RAM[32'h00_00_00_00]  = 32'hFACEFACE;
   RAM[1]  = 32'h00000002; 
   RAM[2]  = 32'h00000003; 
   RAM[63] = 32'h00000063;   
end
   always @(posedge clk)
     if (WE)
       RAM[A[31:2]] <= WD;
endmodule
```
**./run.sh**
```bash
#!/bin/bash
# OpenROAD 26Q1-2900-gdf79404cd8, Yosys 0.63+post, stock flow scripts
make -C /OpenROAD-flow-scripts/flow DESIGN_CONFIG=/design/flow/config.mk WORK_HOME=/design/flow/orfs finish
```
==> results.tsv <==
stage	metric	value	unit
floorplanning	# IOs	98	
floorplanning	Core Util at FP	0.506	
synthesis	Post-Syn Area per Cell	18.6	µm²
final_timing	final-layout worst hold slack	7.44	ns
clock_network	number of buffers on the longest clock path	3	
power	Int Power	3420	µW
synthesis	Post-synth EDFFs	2048	
power	Clock power frac	0.404	
floorplanning	Vert. Die Dim	398	µm
finish	share of post-route cells with drive strength above 1	0.183	
synthesis	number of cell instances after yosys synthesis	4207	
synthesis	YS chip area	0.0783	mm²
power	sw frac	0.222	
global_route	GRT Resource Usage Total	0.307	
run	tally of OpenROAD warnings	56	
worst_setup_path	Worst Setup Path Type	in -> out	
routing	detail-routed net length per standard cell	32.4	µm
global_route	initial antenna violation count	17	
worst_setup_path	sort of element at the end of the critical path	primary output	
place	detailed placement HPWL	122000	µm
floorplanning	floorplan die area	0.158	mm²
clock_network	Resized Gates After CTS	0	
clock_network	TritonCTS clock tree	done	
synthesis	sequential element share of the synthesized area	0.786	
finish	most frequently placed logic cells in the final layout	2048 x sky130_fd_sc_hd__edfxtp_1, 259 x sky130_fd_sc_hd__mux2i_1, 202 x sky130_fd_sc_hd__clkbuf_16, 190 x sky130_fd_sc_hd__buf_4, 188 x sky130_fd_sc_hd__a22oi_1	
hold_path	HP Start	WD[6]	
run	number of violations of the max-capacitance limit	0	
finish	Largest register FFs	2048	
final_timing	Max Fclk	46.9	MHz
hold_path	class of the tightest hold or removal check	in -> reg	
final_timing	Max Slew Vio Count	0	
synthesis	number of distinct standard cells referenced by the synthesized netlist	55	
clock_network	clk sinks	2048	
power	power density over the cells	49.6	mW/mm²
final_timing	clock period minus final worst setup slack	21.32	ns
synthesis	library cell with the largest summed area after synthesis	sky130_fd_sc_hd__edfxtp_1	
worst_setup_path	crit-path max cell delay	0.67	ns
floorplanning	die span in x	398	µm
floorplanning	cell row count	144	
power	net switching power of the design	972	µW
final_timing	share of the clock period used by the worst path after layout	0.530	
floorplanning	Core Box Area	0.155	mm²
final_timing	final hold vios	0	
routing	total DRC errors in the routed layout	0	
final_timing	headroom to the max-slew limit	0.322	
worst_setup_path	standard cell with the maximum stage delay on the critical path	sky130_fd_sc_hd__buf_4	
clock_network	clock transition time at the flip-flop clock pins of the worst setup and hold paths	0.06	ns
global_route	number of global-route vias before repair	43202	
worst_setup_path	worst-path fanout max	61	
routing	ANT nets after route	0	
synthesis	Registers, synthesis	2048	
worst_setup_path	sequence of cells on the critical path	buf_8, buf_4, buf_4, buf_4, buf_4, mux2i_1, o22ai_1, o21ai_0, o21ai_0, a221o_1, or3_1, clkdlybuf4s50_1	
power	leakage	0.0283	µW
place	port bufs	71	
synthesis	cell area after synthesis	0.0783	mm²
routing	via count	41681	
synthesis	Post-synth top flop	sky130_fd_sc_hd__edfxtp_1	
synthesis	Post-Syn Instances	4207	
final_timing	worst slew pin tran	1.01	ns
place	RePlAce Congestion	0.937	
routing	final WL	214000	µm
worst_setup_path	Most common cell on crit path	sky130_fd_sc_hd__buf_4	
global_route	residual overflow from global routing	0	
global_route	pin count of the biggest net entering global routing	107	
final_timing	setup TNS after final layout	0	ns
global_route	wire length of the first global-routing pass	305000	µm
worst_setup_path	crit path from	A[4]	
power	maximum vdd drop	0.0000468	V
clock_network	number of setup buffers added after CTS	0	
worst_setup_path	Critical Path AT	13.28	ns
synthesis	top post-synthesis cells by area	sky130_fd_sc_hd__edfxtp_1 79%, sky130_fd_sc_hd__mux2i_1 3.3%, sky130_fd_sc_hd__mux4_2 2.8%	
run_status	outcome	completed	
routing	average vias per placed instance	6.31	
finish	layout overhead on the synthesized area	13.1	%
clock_network	number of buffers inserted by hold repair at cts	0	
synthesis	proportion of synthesized flip-flops having asynchronous set or reset	0	
worst_setup_path	element type at the critical path start	input port	
routing	number of detailed-route iterations in the first pass	6	
synthesis	proportion of netlist area held by the largest area contributor	0.786	
clock_network	root buffer cell	sky130_fd_sc_hd__clkbuf_16	
power	sequential share of power	0.539	
final_timing	setup repair after global routing missed its margin	false	
clock_network	number of buffers inserted during clock tree synthesis	201	
clock_network	H-Tree Level Count	4	
final_timing	Final Setup Violations	0	
worst_setup_path	required time of the worst setup path	32.16	ns
synthesis	number of warning messages in the yosys log	0	
routing	drt first-iter violations	2758	
power	combinational group share of total power	0.057	
finish	dominant logic cell type in the layout	sky130_fd_sc_hd__edfxtp_1	
## path summary, 6_finish.rpt
| kind | slack [ns] | end | depth (start not counted) |
|---|---|---|---|
| min | 7.44 | RAM[49][6] | 1 |
| max | 18.88 | RD[30] | 12 |
## per-layer routing
metal  vias to the layer above  track usage  routed length, µm
li1                      17940            -                  -
met1                     20815        0.411              70900
met2                      2486        0.421              97000
met3                       410        0.229              37400
met4                        30       0.0929               8550
met5                         -       0.0260                399
## final cells by class
cell class                 count  area (µm²)
antenna                       26        65.1
clock buffer                 237        5190
clock inverter               130        1050
fill                       11275       66200
inverter                       2        15.0
multi-input combinational   1859       16100
sequential                  2048       61500
tap                         2044        2560
timing repair buffer         264        2050
## power by group through the flow
| stage | sequential (µW) | combinational, µW | clock [µW] |
|---|---|---|---|
| global route | 2370 | 267 | 1880 |
| CTS | 2370 | 249 | 1800 |
| finish | 2370 | 250 | 1770 |
## cell families after synthesis
group | synth area share
buffers and inverters | 0.0170
DFF | 0.786
muxes | 0.0819
and+or+nand+nor | 0.0283
AOI/OAI and AO/OA | 0.0873
## Yosys cell counts, types with 14 or more instances
master and number:
sky130_fd_sc_hd__edfxtp_1 2048, sky130_fd_sc_hd__mux2i_1 259, sky130_fd_sc_hd__a22oi_1 188, sky130_fd_sc_hd__a221oi_1 175, sky130_fd_sc_hd__clkbuf_1 168, sky130_fd_sc_hd__mux2_2 147, sky130_fd_sc_hd__nor2_1 145, sky130_fd_sc_hd__a21oi_1 121
sky130_fd_sc_hd__mux4_2 96, sky130_fd_sc_hd__o22ai_1 93, sky130_fd_sc_hd__and3_1 85, sky130_fd_sc_hd__o21ai_0 84, sky130_fd_sc_hd__buf_2 83, sky130_fd_sc_hd__o22a_1 70, sky130_fd_sc_hd__a22o_1 66, sky130_fd_sc_hd__nand3_1 54
sky130_fd_sc_hd__a31oi_1 43, sky130_fd_sc_hd__buf_1 33, sky130_fd_sc_hd__nand2_1 28, sky130_fd_sc_hd__nor3_1 22, sky130_fd_sc_hd__nand2b_1 18, sky130_fd_sc_hd__a211oi_1 17, sky130_fd_sc_hd__a222oi_1 16, sky130_fd_sc_hd__a2111oi_0 15
sky130_fd_sc_hd__a221o_1 15, sky130_fd_sc_hd__o2bb2ai_1 15, sky130_fd_sc_hd__or4_1 15, sky130_fd_sc_hd__nor4_1 14, sky130_fd_sc_hd__or4b_1 14
## worst max-delay path, delay by kind of cell
family	cells	cell delay, ns
mux	1	0.30
simple gates	1	0.54
compound gates	4	1.11
buf+inv	6	3.14
## per-stage QoR
stage	util	setup slack [ns]	instances	area (µm²)	power (µW)
2_1_floorplan	-	22.01	4207	78300	2530
3_3_place_gp	0.531	18.93	6217	82200	2660
3_5_place_dp	0.531	18.93	6217	82200	2660
4_1_cts	0.572	18.93	6584	88500	4420
5_1_grt	0.572	18.68	6597	88500	4510
6_report	0.572	18.88	6610	88500	4390
No activity file was given, so power comes from the tool's default toggle rates.
